### design/flow/constraint.sdc
current_design pf_ram_dp

set clk_period 106.4
set clk_io_pct 0.2

create_clock -name clk0 -period $clk_period [get_ports {clk_a}]

set non_clock_inputs [all_inputs -no_clocks]
set_input_delay [expr $clk_period * $clk_io_pct] -clock clk0 $non_clock_inputs
set_output_delay [expr $clk_period * $clk_io_pct] -clock clk0 [all_outputs]
### design/flow/config.mk
export PLATFORM = sky130hd
export DESIGN_NAME = pf_ram_dp
export DESIGN_NICKNAME = pf_ram_dp
export VERILOG_FILES = /design/flow/design.v
export SDC_FILE = /design/flow/constraint.sdc
export NUM_CORES = 4
export LEC_CHECK = 1
export CORE_UTILIZATION = 40
export SYNTH_MEMORY_MAX_BITS = 65536
### design/flow/run.sh
#!/bin/bash
# OpenROAD 26Q1-2900-gdf79404cd8, Yosys 0.63+post, stock flow scripts
make -C /OpenROAD-flow-scripts/flow DESIGN_CONFIG=/design/flow/config.mk WORK_HOME=/design/flow/orfs finish
### design/flow/design.v
`timescale 1 ps / 1 ps
module pf_ram_dp (
		  input 	clk_a,
		  input 	clk_b,
		  input 	reset,
		  input [7:0] 	addr_a,
		  input [7:0] 	din_a,
		  output [7:0] 	dout_a,
		  input [3:0] 	ce_a,
		  input [3:0] 	we_a,
		  input [7:0] 	addr_b,
		  output [31:0] dout_b,
		  input [3:0] 	ce_b
		  );
   reg [7:0] ram3[0:255];
   reg [7:0] ram2[0:255];
   reg [7:0] ram1[0:255];
   reg [7:0] ram0[0:255];
   reg [7:0] d_a;
   reg [7:0] d_a0, d_a1, d_a2, d_a3;
   wire [7:0] d_b3, d_b2, d_b1, d_b0;
   wire ram_read_a, ram_read_b;
   assign ram_read_a = ce_a != 4'b1111 & we_a == 4'b1111;
   assign dout_a =
	     ~ce_a[3] ? d_a3 :
	     ~ce_a[2] ? d_a2 :
	     ~ce_a[1] ? d_a1 :
	     ~ce_a[0] ? d_a0 :
		  8'b0;
   always @(posedge clk_a)
     begin
	if (~ce_a[3] | ~we_a[3])
	  begin
	     if (~we_a[3])
	       ram3[addr_a] <= din_a;
	     else
	       d_a3 <= ram3[addr_a];
	  end
	if (~ce_a[2] | ~we_a[2])
	  begin
	     if (~we_a[2])
	       ram2[addr_a] <= din_a;
	     else
	       d_a2 <= ram2[addr_a];
	  end
	if (~ce_a[1] | ~we_a[1])
	  begin
	     if (~we_a[1])
	       ram1[addr_a] <= din_a;
	     else
	       d_a1 <= ram1[addr_a];
	  end
	if (~ce_a[0] | ~we_a[0])
	  begin
	     if (~we_a[0])
	       ram0[addr_a] <= din_a;
	     else
	       d_a0 <= ram0[addr_a];
	  end
     end
   assign ram_read_b = ce_b != 4'b1111;
   assign dout_b = { d_b3, d_b2, d_b1, d_b0 };
   assign d_b3 = ram3[addr_b];
   assign d_b2 = ram2[addr_b];
   assign d_b1 = ram1[addr_b];
   assign d_b0 = ram0[addr_b];
endmodule  
==> flow_summary.json <==
{
  "timing.final.hold_violations": 0,
  "netlist_area_sq_mm": 0.382,
  "cts.hold.buffers_added": 0,
  "worst_ep_arrival_time_ps": 29710,
  "layout_min_cycle_time_ps": 50990,
  "regToRegEndpoint": "d_a2[2]$_DFFE_PP_",
  "design.die.area_sq_mm": 0.958,
  "die_x_um": 979,
  "slew_viol_final": 0,
  "grt_pass1_wl_um": 1890000,
  "synth.yosys.chip_area_sq_mm": 0.382,
  "layout-area-overhead-vs-synth_pct": 13.3,
  "synth.top_cell.area_share_pct": 64.7,
  "ctsRootBufferMaster": "clkbuf_16",
  "max-slew-margin-rel_pct": 8.93,
  "dp.final_hpwl_um": 932000,
  "yosys-top-cells-area": "edfxtp_1 (65%), mux4_2 (25%), mux2i_1 (2.6%)",
  "flop_cell": "edfxtp_1",
  "outcome": "finished, final reports clean",
  "fp.dieH_um": 979,
  "hold_start": "ram3[10][4]$_DFFE_PP_",
  "cts_inserted_buffers": 865,
  "edf_count": 8224,
  "power_mw": 7.18,
  "vias": 213689,
  "postSynthSeqShare_pct": 64.7,
  "grt_overflow": 0,
  "timing.critical_path.slowest_cell_delay_ps": 720,
  "worstPathRequired_ps": 85120,
  "rows": 358,
  "floorplan.core_area_sq_mm": 0.951,
  "cts_resized": 0,
  "drt_wl_total_um": 1380000,
  "lay_top_cells": "edfxtp_1 (8224), mux4_2 (4283), buf_4 (1661)",
  "startpoint": "addr_b[0]",
  "port_buffers": 72,
  "critical_path.most_common_cell": "buf_4",
  "synthesized_instance_count": 18649,
  "clk_transition_reported_paths_ps": 60,
  "max-clock-path-buffers": 4,
  "yosys_synthesis_warning_count": 1,
  "globalplace.congestion": 0.991,
  "final_min_period_over_clock_period_pct": 47.9,
  "detailedRoute.firstIterationViolations": 15413,
  "lay_top_count": "edfxtp_1",
  "final_layout_size_suffix_gt1_share_pct": 36.5,
  "static-leakage-power_nw": 135,
  "fin_tns_setup_ps": 0,
  "r2r_startpoint": "ram2[239][2]$_DFFE_PP_",
  "timing.critical_path.to_type": "primary output",
  "grtUsageTotal_pct": 31.9,
  "timing.hold.worst.class": "reg2reg",
  "whs_path_depth": 5,
  "grt_start_max_net_pins": 156,
  "place_ws_ps": 55380,
  "first_pass_iters": 9,
  "drcViolationCount": 0,
  "initial_core_util_pct": 40.2,
  "worst_slew_pin_slew_ps": 1360,
  "cellPowerDensity_mw_per_mm2": 16.6,
  "timing.fmax_mhz": 19.6,
  "crit_path_slowest_cell": "a221oi_1",
  "irDropWorstVdd_mv": 0.0175,
  "yosys_cell_count": 18649,
  "whs_endpoint": "d_a3[4]$_DFFE_PP_",
  "setup.reg_to_reg.worst_slack_ps": 102520,
  "cp_max_fo": 66,
  "synth_async_sr_flop_share_pct": 0,
  "startpoint_type": "primary input",
  "cts_htree_levels": 6,
  "cap_violations": 0,
  "postCtsSetupBuffers": 0,
  "finalWorstSetupSlack_ps": 55410,
  "first_global_vias": 235750,
  "r2r_cells": 6,
  "antenna_found_initial": 145,
  "critical_path_class": "in2out",
  "fillCellCount": 78296,
  "clock_tree_from_tritoncts": "done",
  "finClkSkew_ps": 102,
  "drt.antenna.violating_nets": 0,
  "setup-violations-final": 0,
  "pin_count": 79,
  "tool_warnings": 57,
  "clkSinkCount": 8224,
  "synth.lib_cells_used.distinct": 63,
  "rsz_0062_raised_after_global_routing": "false",
  "clk-insertion-delay-late_ps": 1260,
  "avgViaCountPerCell": 6.43,
  "crit_path_cell_trace": "buf_16 -> buf_12 -> buf_4 -> buf_4 -> buf_4 -> buf_4 -> buf_4 -> buf_4 -> buf_12 -> mux4_2 -> a22o_1 -> a221oi_1 -> o22ai_1 -> a211oi_1 -> nor4_1 -> buf_4 -> clkdlybuf4s50_1",
  "ys.flops": 8224,
  "synth_area_leader_cell": "edfxtp_1",
  "routed_wire_length_per_instance_um": 41.6,
  "synth.avg_cell_area_sq_um": 20.5
}
[report_power, final]
part / total, mW / switching (mW) / internal, mW
Sequential: 3.58 / 0.00300 / 3.57
Clock: 2.97 / 1.31 / 1.66
Combinational: 0.640 / 0.415 / 0.225
[per-layer routing]
metal	routed length [um]	vias up	GRT usage (%)	part of all wire, %
li1	-	84046	-	-
met1	380000	110054	32.8	28
met2	611000	16080	42.9	44
met3	283000	3242	28.3	20
met4	99300	267	17.5	7.2
met5	8790	-	7.77	0.64
[sequential cells by signal (all words and copies together) (netlist names)]
name	cells
ram3	2048
d_a3	8
ram1	2048
d_a1	8
ram0	2048
d_a2	8
ram2	2048
d_a0	8
[cell type report]
class                   instances  area, sq um  share of cell area [%]
flip-flops and latches       8224       247000                    57.1
multi-input cells            8766       128000                    29.5
clock buffers                1042        22400                    5.18
well taps                   12600        15800                    3.64
repair buffers               1772        14100                    3.26
clock inverters               545         4970                    1.15
diodes                        284          711                   0.164
inverters                       7         43.8                  0.0101
[worst max-delay path, delay by kind of cell]
| kind | cells | cell delay [ps] |
|---|---|---|
| AND-OR/OR-AND | 4 | 1780 |
| buffers and inverters | 11 | 5600 |
| multiplexers | 1 | 570 |
| AND/OR/NAND/NOR | 1 | 110 |
[cell families after synthesis]
logic type	after synthesis	share of synthesized area, %
flip-flops	8224	64.7
multiplexers	5381	28.2
AND/OR/NAND/NOR	1816	2.11
buffers and inverters	1659	2.07
AND-OR/OR-AND	1569	2.94
[synth_stat cells (6+ instances only)]
cell       instances
nor2_1          1093
a31oi_1           11
mux2_2            93
nand3b_1           8
o32ai_1           13
nor3_1           187
buf_2            478
a221oi_1          45
o221ai_1         239
a211oi_1         108
a22o_1            87
o211ai_1          44
edfxtp_1        8224
or4_1              8
o21ai_0           60
nor4bb_1           6
nor4_1            62
or3b_2             8
buf_6             51
buf_4            181
nor2b_1           40
nand4b_1           6
nand4_1           34
mux2i_1         1005
nand3_1           32
and2_1            10
mux4_2          4283
or3_1             16
or2_2             10
a21oi_1          217
buf_1            251
a22oi_1          290
clkbuf_1         691
o2111ai_1         56
nand2b_1          89
nand2_1          182
o22ai_1          360
a2111oi_0         15
[how the worst max path moves through the flow]
stage / cells past startpoint / slack, ps / to
CTS: 17 / 55410 / dout_b[23]
global route: 17 / 54870 / dout_b[23]
finish: 17 / 55410 / dout_b[23]
[per-stage QoR]
stage               hold WS, ps  cells  utilization [%]  instance area (sq um)
detailed placement         1090  31369             42.6                 404000
finish                     1110  33240             45.5                 433000
global placement           1080  31369             42.6                 404000
global route               1150  33098             45.5                 432000
CTS                        1110  32956             45.4                 432000
floorplan                   882  18649                -                 382000
Power and IR drop assume default switching activity.
